--- /design/flow/run.sh ---
#!/bin/bash
# OpenROAD 26Q1-2900-gdf79404cd8, Yosys 0.63+post, stock flow scripts
make -C /OpenROAD-flow-scripts/flow DESIGN_CONFIG=/design/flow/config.mk WORK_HOME=/design/flow/orfs finish
--- /design/flow/config.mk ---
export PLATFORM = sky130hd
export DESIGN_NAME = clock_top
export DESIGN_NICKNAME = clock_top
export VERILOG_FILES = /design/flow/design.v
export SDC_FILE = /design/flow/constraint.sdc
export NUM_CORES = 4
export LEC_CHECK = 1
export CORE_AREA = 10 10 92 92
export DIE_AREA = 0 0 102 102
export SYNTH_HDL_FRONTEND = slang
--- /design/flow/constraint.sdc ---
current_design clock_top

set clk_period 3.3
set clk_io_pct 0.2

create_clock -name clk0 -period $clk_period [get_ports {i_clock_50mhz}]

set non_clock_inputs [all_inputs -no_clocks]
set_input_delay [expr $clk_period * $clk_io_pct] -clock clk0 $non_clock_inputs
set_output_delay [expr $clk_period * $clk_io_pct] -clock clk0 [all_outputs]
--- /design/flow/design.v ---
package def;
	function int numofbits (input int temp);
		if (temp <= 1) return(1);
		numofbits = 0;
		while (temp > 0) begin
			temp = temp >> 1;
			numofbits++;
			end
		return(numofbits);
	endfunction
endpackage
module ucounter
#(
	parameter p_start_value = 0,			 
	parameter p_finish_value = 255		 
)
(
	input		logic		i_clk,				 
	input		logic		i_reset,				 
	input		logic		i_set,				 
	input		logic		[def::numofbits(p_finish_value)-1:0] 	i_initial,	 
	input		logic		i_work_enable,		 
	input		logic		i_up_down,			 
	output	logic		o_impulse,			 
	output	logic		[def::numofbits(p_finish_value)-1:0]	o_data	 
);
	always_ff @(posedge i_clk, negedge i_reset)
		if (~i_reset) begin
			o_impulse	<= 0;
			o_data		<= p_start_value;
			end
		else if (i_set == 1) begin
			o_impulse <= 0;
			o_data <= i_initial;
			end
		else begin
			if (i_work_enable == 1) begin
				if (i_up_down == 1) begin
					if (o_data == p_finish_value) begin		 
						o_data <= p_start_value;				 
						o_impulse <= 1;							 
						end
					else begin 
						o_data <= o_data + 1;					 
						o_impulse <= 0;							 
						end											 
					end
				else begin
					if (o_data == p_start_value) begin
						o_data <= p_finish_value;
						o_impulse <= 1;
						end
					else begin
						o_data <= o_data - 1;
						o_impulse <= 0;
						end
					end
				end
			else begin
				o_impulse <= 0;			 
				o_data <= o_data;			 
				end
			end
endmodule
module clock_top
	#(
		parameter p_gen_period = 2000					 
	)
	(
		input	logic 				i_clock_50mhz,					 
		input	logic				i_reset,						 
		output	logic	[3:0] 		o_val_lsec_led,					 
		output	logic	[2:0]		o_val_hsec_led,					 
		output	logic				o_second_imp,					 
		output	logic				o_minute_imp					 
	);
	localparam int lp_div_cnt = 1000000000/(2*p_gen_period);	 
	logic second_imp, tensec_imp;				 
	assign o_second_imp = second_imp;
	ucounter 
	#(
		.p_start_value 	(0),
		.p_finish_value 	(lp_div_cnt)
	)
	CLOCK_DIVIDER
	(
		.i_clk				(i_clock_50mhz),		 
		.i_reset				(i_reset),
		.i_set				(1'b0),
		.i_initial			(),
		.i_work_enable    (1'b1),
		.i_up_down			(1'b1),
		.o_impulse			(second_imp),			 
		.o_data				()
	);
	ucounter #(
		.p_start_value 	(0),
		.p_finish_value 	(9)
	)
	L_SEC_CNT
	(
		.i_clk				(i_clock_50mhz),
		.i_reset				(i_reset),
		.i_set				(1'b0),
		.i_initial			(),
		.i_work_enable    (second_imp),
		.i_up_down			(1'b1),
		.o_impulse			(tensec_imp),
		.o_data				(o_val_lsec_led)
	);
	ucounter #(
		.p_start_value 	(0),
		.p_finish_value 	(5)
	)
	H_SEC_CNT
	(
		.i_clk				(i_clock_50mhz),
		.i_reset				(i_reset),
		.i_set				(1'b0),
		.i_initial			(),
		.i_work_enable    (tensec_imp),
		.i_up_down			(1'b1),
		.o_impulse			(o_minute_imp),
		.o_data				(o_val_hsec_led)
	);
endmodule
==> results.yml <==
# physical design summary
run_status:
  status: "finished, final reports clean"
final_layout:
  syn2layout_area_growth_pct: 19.1
  final_util_pct: 24.3
  final_cells: 206
  drive_above_1_share_pct: 10.1
floorplanning:
  initial_core_util_pct: 20.4
  dieHeight_um: 102
  std_cell_rows: 29
  fp.dieW_um: 102
  core-area_mm2: 0.00646
  dieArea_mm2: 0.0104
  io_pins: 11
critical_path:
  r2r-end: "CLOCK_DIVIDER.o_data[1]$_DFF_PN0_"
  crit_slowest_cell: "clkdlybuf4s50_1"
  cp_max_fo: 7
  cpLargestDelayFamily: "buffers and inverters"
  r2r_start: "CLOCK_DIVIDER.o_data[8]$_DFF_PN0_"
  cp-start-kind: "register"
  cp_data_required_time_ns: 2.64
  end_kind: "output port"
  arrival_ns: 1.20
  crit_chain: "clkdlybuf4s50_1"
  path_class: "register to output port"
  regToRegSetupSlack_ns: 1.50
  crit_buf_inv: 1
  ff2ff_path_depth: 4
  cp_slowest_stage_delay_ns: 0.50
power:
  total_power_mw: 0.562
  irDropWorstVdd_uv: 154
  power_leakage_nw: 0.728
  p_per_area_mw_per_mm2: 358
clock_network:
  cts_buffers: 3
  cts_root_buf: "clkbuf_8"
  h-tree-depth: 1
  clock_path_buffers: 2
  cts-resized-gates: 0
  cts_tree: "built"
  cts_setup_buffers: 0
  clock_latency_ns: 0.27
  cts_hold_buf: 0
  cts_sinks: 28
  clk_pin_slew_ns: 0.09
global_routing:
  grt_pass1_vias: 814
  grt_util_met3_pct: 1.30
  antenna_found_initial: 0
  globalRoute.totalOverflow: 0
  busiest_layer: "met1"
  grtUsageMet1_pct: 7.05
  grt_first_pass_wirelength_mm: 4.05
  grt_util_met2_pct: 6.72
  grt_use_total_pct: 4.70
  grt_max_degree: 29
sta:
  holdWs_ns: 0.474
  setup_tns_ns: 0
  worst_pin_slew_ns: 0.650
  slew_violations: 0
  fin_crit_ns: 1.86
  max_slew_margin_pct: 56.4
  min_period_over_period_pct: 56.4
  setup_violations: 0
  hold_viol: 0
  finalClockSkew_ns: 0.00696
  rsz0062_at_grt: "no"
  clock.fmax_mhz: 537
synthesis:
  ys_types: 30
  ys_seq_share_pct: 53.2
  top_cell: "dfrtp_1"
  top_area_cell: "dfrtp_1"
  ff_type: "dfrtp_1"
  area_leaders: "dfrtp_1, xnor2_1, xor2_1, nor2_1, nand2_1"
  edf_count: 0
  yosysCellCount: 115
  yosys_area_mm2: 0.00132
  netlist_instances: 115
  yosys-top-cells-count: "dfrtp_1, nor2_1, nand2_1, xnor2_1, xor2_1"
  ys_ff: 28
  synth_area_per_cell_um2: 11.5
  yosys.area.top_type_share_pct: 53.2
  async_reset_ff_share_pct: 100
  yosys_warnings: 0
  synth_area_mm2: 0.00132
route:
  dr.pass1.iters: 4
  first_iter_violations: 33
  num_antenna_cells: 0
  wl_mm: 2.25
  drt_drc_violations_left: 0
  vias: 826
  ant_nets: 0
  wl_per_cell_um: 10.9
  vias_per_cell: 4.01
placed_design:
  post-place-cells: 202
  gp_congestion: 0.781
  port_buffers: 10
  hpwl_mm: 1.56
flow_run:
  warning_count: 26
  drv_cap: 0
worst_hold_path:
  min_from: "L_SEC_CNT.o_impulse$_DFF_PN0_"
  min_to: "H_SEC_CNT.o_data[0]$_DFFE_PN0P_"
  hold_class: "register to register"
  hold_depth: 1
[where the power goes]
part           switching (mW)  internal (mW)  leakage (nW)
clock network           0.104          0.107        0.0288
registers                   0          0.343         0.382
logic                 0.00647        0.00181         0.317
[flip-flops by register name (all words and copies together), names as in the netlist]
register	cells
CLOCK_DIVIDER.o_impulse	1
L_SEC_CNT.o_data	4
H_SEC_CNT.o_data	3
CLOCK_DIVIDER.o_data	18
L_SEC_CNT.o_impulse	1
H_SEC_CNT.o_impulse	1
[worst max path at each step]
stage	cells past startpoint	from	slack [ns]	to
final	1	L_SEC_CNT.o_data[1]$_DFFE_PN0P_	1.44	o_val_lsec_led[1]
after global routing	4	CLOCK_DIVIDER.o_data[8]$_DFF_PN0_	1.32	CLOCK_DIVIDER.o_data[1]$_DFF_PN0_
after CTS	1	L_SEC_CNT.o_data[1]$_DFFE_PN0P_	1.42	o_val_lsec_led[1]
[kinds of logic after synthesis]
logic type               after synthesis  synth area share [%]
flip-flops                            28                  53.2
XOR/XNOR                              18                  12.0
adder cells (fa/ha/maj)                2                  1.90
buffers and inverters                  4                  1.42
AND-OR/OR-AND                          7                  3.61
AND/OR/NAND/NOR                       56                  27.9
[per-layer routing]
metal / share of wire, % / routed length, um
met3: 4.4 / 100
met4: 1.1 / 25
met1: 51 / 1160
met2: 43 / 966
met5: 0 / 0
[stage by stage]
| stage | worst slack [ns] | cell area, um2 |
|---|---|---|
| after global routing | 1.32 | 1570 |
| after CTS | 1.42 | 1570 |
| after detailed placement | 1.49 | 1510 |
| after global placement | 1.50 | 1510 |
| after floorplan | 1.92 | 1320 |
| final | 1.44 | 1570 |
[cell usage in the layout, fill, tap and decap left out, types with 4 or more instances in the layout]
cell	n
dfrtp_1	28
nor2_1	14
clkdlybuf4s50_1	10
xnor2_1	9
nand2_1	9
xor2_1	9
nand3_1	4
nor3b_1	4
clkbuf_8	4
[final cells by class]
cell class,count,area (um2)
fillers,676,4890
flip-flops and latches,28,701
multi-input cells,83,598
repair buffers,11,108
well taps,77,96.3
clock buffers,4,55.1
inverters,3,11.3
Power is estimated from default activity; no workload was simulated.
